`/design/flow/design.v`:
```
`default_nettype none
module simple_dualportram #( parameter WIDTH = 32, DEPTH = 10, WORDS =1024 )
   (
    input wire 		    clk,
    input wire 		    reset,
    output wire [31:0] 	    length,
    input wire [31:0] 	    raddress,
    input wire [31:0] 	    waddress,
    input wire [WIDTH-1:0]  din,
    output wire [WIDTH-1:0] dout,
    input wire 		    we,
    input wire 		    oe
    );
   (* ram_style = "block" *) reg [WIDTH-1:0] mem [WORDS-1:0];
   reg [WIDTH-1:0] 	    dout_r;
   assign dout = dout_r;
   assign length = WORDS;
   always@(posedge clk) begin
      if(we) begin
	 mem[waddress[DEPTH-1:0]] <= din;
      end
   end
   always@(posedge clk) begin
      dout_r <= mem[raddress[DEPTH-1:0]];
   end
endmodule
`default_nettype wire
`default_nettype none
module srv6 (
	     input wire 	clk,
	     input wire 	reset,
	     input wire [511:0] din,
	     input wire 	valid,
	     output reg [511:0] dout,
	     output reg 	we
);
   reg [3:0] 			 version;
   reg [7:0] 			 traffic_class;
   reg [19:0] 			 flow_label;
   reg [15:0] 			 payload_length;
   reg [7:0] 			 next_header;
   reg [7:0] 			 hop_limit;
   reg [127:0] 			 source_address;
   reg [127:0] 			 destination_address;
   reg [7:0] 			 srh_next_header;
   reg [7:0] 			 srh_hdr_ext_len;
   reg [7:0] 			 srh_routing_type;
   reg [7:0] 			 srh_segment_left;
   reg [7:0] 			 srh_last_entry;
   reg [7:0] 			 srh_flags;
   reg [15:0] 			 srh_tag;
   reg [127:0] 			 last_segment;
   reg [31:0] 			 buf_raddr;
   reg [31:0] 			 buf_waddr;
   reg [511:0] 			 buf_d;
   wire [511:0]			 buf_q;
   reg 				 buf_we;
   reg [7:0] 			 segment_ptr;
   reg [15:0] 			 recv_bytes;
   reg [15:0] 			 send_bytes;
   typedef enum{
      IDLE,
      RECV_ACTIVE_SEGMENT,
      SEND_HEADER,
      SEND_DATA
   } state_type;
   state_type state;
   always @(posedge clk) begin
      case(state)
	IDLE: begin
	   we <= 1'b0;
	   recv_bytes <= 16'd0;
	   if(valid == 1'b1) begin
	      version             <= din[511:508];
	      traffic_class       <= din[507:500];
	      flow_label          <= din[499:480];
	      payload_length      <= din[479:464];
	      next_header         <= din[463:456];
	      hop_limit           <= din[455:448];
	      source_address      <= din[447:320];
	      destination_address <= din[319:192];  
	      srh_next_header  <= din[191:184];
	      srh_hdr_ext_len  <= din[183:176];
	      srh_routing_type <= din[175:168];
	      srh_segment_left <= din[167:160];
	      srh_last_entry   <= din[159:152];
	      srh_flags        <= din[151:144];
	      srh_tag          <= din[143:128];
	      last_segment     <= din[127:0];
	      if (din[463:456] == 43 && din[175:168] == 4) begin
		 segment_ptr      <= din[167:160] - 1;
		 state <= RECV_ACTIVE_SEGMENT;
	      end else begin
		 state <= SEND_HEADER;
	      end
	      recv_bytes <= 64;
	   end  
	   buf_raddr <= 0;
	   buf_waddr <= 0;
	   buf_we <= 1'b0;
	end  
	RECV_ACTIVE_SEGMENT: begin
	   we <= 1'b0;  
	   if(valid == 1'b1) begin
	      if(recv_bytes < payload_length) begin
		 recv_bytes <= recv_bytes + 64;
		 buf_we <= 1'b1;
		 buf_d <= din;
	      end else begin
		 buf_we <= 1'b0;
	      end
	      if (srh_segment_left == 1) begin
		 destination_address <= last_segment;
		 srh_segment_left <= srh_segment_left - 1;
		 state <= SEND_HEADER;
	      end else if (srh_segment_left > 1 && segment_ptr < 4) begin
		 srh_segment_left <= srh_segment_left - 1;
		 state <= SEND_HEADER;
		 if(segment_ptr == 0)
		   destination_address <= din[511:384];
		 else if(segment_ptr == 1)
		   destination_address <= din[383:256];
		 else if(segment_ptr == 2)
		   destination_address <= din[255:128];
		 else if(segment_ptr == 3)
		   destination_address <= din[127:0];
	      end else begin  
		 segment_ptr <= segment_ptr - 4;
	      end  
	   end  
	end  
	SEND_HEADER: begin
	   send_bytes <= 64;
	   we <= 1'b1;  
	   dout[511:508] <= version;
	   dout[507:500] <= traffic_class;
	   dout[499:480] <= flow_label;
	   dout[479:464] <= payload_length;
	   dout[463:456] <= next_header;
	   dout[455:448] <= hop_limit;
	   dout[447:320] <= source_address;
	   dout[319:192] <= destination_address;
	   dout[191:184] <= srh_next_header;
	   dout[183:176] <= srh_hdr_ext_len;
	   dout[175:168] <= srh_routing_type;
	   dout[167:160] <= srh_segment_left;
	   dout[159:152] <= srh_last_entry;
	   dout[151:144] <= srh_flags;
	   dout[143:128] <= srh_tag;
	   dout[127:0]   <= last_segment;
	   if(valid == 1'b1 && recv_bytes < payload_length) begin
	      recv_bytes <= recv_bytes + 64;
	      buf_we <= 1'b1;
	      buf_d <= din;
	   end else begin
	      buf_we <= 1'b0;
	   end
	   state <= SEND_DATA;
	   buf_raddr <= buf_raddr + 1;
	end
	SEND_DATA: begin
	   if(valid == 1'b1 && recv_bytes < payload_length) begin
	      recv_bytes <= recv_bytes + 64;
	      buf_we <= 1'b1;
	      buf_d <= din;
	   end else begin
	      buf_we <= 1'b0;
	   end
	   if(send_bytes < payload_length) begin
	      we <= 1'b1;  
	      dout <= buf_q;
	      send_bytes <= send_bytes + 64;
	   end else begin
	      we <= 1'b0;
	      state <= IDLE;
	   end
	end  
	default: begin
	   state <= IDLE;
	end
      endcase
   end
   simple_dualportram#(.WIDTH(512), .DEPTH(6), .WORDS(64))
   packet_buffer(.clk(clk),
		 .reset(reset),
		 .length(),
		 .raddress(buf_raddr),
		 .waddress(buf_waddr),
		 .din(buf_d),
		 .dout(buf_q),
		 .we(buf_we),
		 .oe(1'b1)
		 );
endmodule  
`default_nettype none
```
`/design/flow/run.sh`:
```
#!/bin/bash
# OpenROAD 26Q1-2900-gdf79404cd8, Yosys 0.63+post, stock flow scripts
make -C /OpenROAD-flow-scripts/flow DESIGN_CONFIG=/design/flow/config.mk WORK_HOME=/design/flow/orfs finish
```
`/design/flow/config.mk`:
```
export PLATFORM = sky130hd
export DESIGN_NAME = srv6
export DESIGN_NICKNAME = srv6
export VERILOG_FILES = /design/flow/design.v
export SDC_FILE = /design/flow/constraint.sdc
export NUM_CORES = 4
export LEC_CHECK = 1
export CORE_UTILIZATION = 40
export SYNTH_MEMORY_MAX_BITS = 65536
```
`/design/flow/constraint.sdc`:
```
current_design srv6

set clk_period 47.0
set clk_io_pct 0.2

create_clock -name clk0 -period $clk_period [get_ports {clk}]

set non_clock_inputs [all_inputs -no_clocks]
set_input_delay [expr $clk_period * $clk_io_pct] -clock clk0 $non_clock_inputs
set_output_delay [expr $clk_period * $clk_io_pct] -clock clk0 [all_outputs]
```
==> impl_metrics.py <==
# Physical implementation metrics
metrics = {
    "run_status": {
        "status": "complete, no violations",
    },
    "placed_design": {
        "placed_area_sq_um": 104000,
        "io_buffers": 1026,
        "place_ws_ns": 31.85,
        "place.gp.congestion": 0.873,
        "dp_hpwl_mm": 154,
        "place_inst": 8493,
    },
    "sta": {
        "setup-violations-final": 0,
        "period_needed_ns": 14.12,
        "timing.fmax_mhz": 70.8,
        "finalMaxSlewViolations": 0,
        "fin_worst_skew_ns": 0.0733,
        "finalHoldViolCount": 0,
        "rsz0062_at_grt": "no",
        "fin_setup_tns_ns": 0,
        "fin_crit_sh": 0.300,
        "tightestPinTransition_ns": 0.886,
        "maxSlewHeadroom": 0.405,
        "fin_ws_ns": 32.88,
    },
    "clock_network": {
        "cts_tree": "built",
        "postCtsSetupBuffers": 0,
        "clkSinkCount": 2592,
        "numCtsBuffers": 283,
        "clockRootBuffer": "clkbuf_16",
        "path_clk_slew_ns": 0.06,
        "ctsResizeCount": 0,
        "cts.path.max_buffers": 4,
        "cts_max_level": 5,
        "clk_latency_ns": 0.92,
        "holdBufCountCts": 0,
    },
    "worst_setup_path": {
        "critPathLaunchType": "input pin",
        "arrival_ns": 14.65,
        "critPathCaptureType": "flop",
        "crit_fanout": 97,
        "crit_type": "input pin to flop",
        "required_ns": 47.53,
    },
    "pwr": {
        "intPower_mw": 5.87,
        "switching_share": 0.273,
        "clkPwrFrac": 0.268,
        "p_leak_nw": 38.9,
        "power_frac_comb": 0.227,
        "power_mw": 8.06,
        "powerDensity_nw_per_um2": 71.5,
        "seqPwrFrac": 0.504,
        "switchingPower_mw": 2.20,
        "ir_drop_uv": 80.4,
    },
    "finish": {
        "layout-drive-gt1-share": 0.191,
        "num-fill-cells": 17500,
        "synthToLayoutAreaGrowth_pct": 25.6,
        "final_area_sq_um": 113000,
        "instances_no_fill": 9013,
    },
    "routing": {
        "vias": 47200,
        "drcViolationCount": 0,
        "drtIter0Drc": 2957,
        "viasPerCell": 5.24,
        "drtPass1Iterations": 7,
        "wl_mm": 245,
        "wl_per_cell_um": 27.2,
        "detail-route-antenna-nets": 0,
    },
    "die": {
        "dieArea_sq_um": 226000,
        "die_h_um": 476,
        "fp-utilization": 0.403,
        "num_rows": 173,
        "die_w_um": 476,
        "io_pins": 1028,
        "core-area_sq_um": 223000,
    },
    "synth": {
        "synth-seq-cells": 2592,
        "yosysChipArea_sq_um": 89800,
        "avgSynthCellArea_sq_um": 19.3,
        "ys_seq_frac": 0.810,
        "postSynth.asyncResetShare": 0,
        "yosysCellCount": 4661,
        "synth_cells": 4661,
        "ys_types": 57,
        "edf_count": 2080,
        "yosysWarningCount": 2,
        "syn_area_sq_um": 89800,
        "synth_top_flop_cell": "edfxtp_1",
    },
    "flow_run": {
        "warning_count": 35,
        "maxCapViolCount": 0,
    },
    "global_route": {
        "track_usage": 0.233,
        "overflow": 0,
        "first_global_vias": 48100,
        "grt_pass1_wl_mm": 348,
        "grt_start_max_net_pins": 98,
        "antenna_found_initial": 83,
    },
    "min_path": {
        "hp-class": "flop to flop",
    },
}
cells in the mapped netlist (8+ instances only):
| library cell | count | area (sq um) |
|---|---|---|
| a221oi_1 | 129 | 1130 |
| clkbuf_1 | 202 | 758 |
| buf_6 | 15 | 169 |
| o41ai_1 | 9 | 78.8 |
| o21ai_0 | 26 | 130 |
| a21oi_1 | 144 | 721 |
| buf_2 | 27 | 135 |
| edfxtp_1 | 2080 | 62500 |
| mux2_2 | 500 | 5630 |
| nand2_1 | 22 | 82.6 |
| nand2b_1 | 130 | 813 |
| and2_1 | 9 | 56.3 |
| dfxtp_1 | 512 | 10200 |
| buf_1 | 22 | 82.6 |
| inv_1 | 21 | 78.8 |
| nand3_1 | 9 | 45.0 |
| nor3_1 | 8 | 40.0 |
| a221o_1 | 128 | 1280 |
| buf_4 | 11 | 82.6 |
| xnor2_1 | 16 | 140 |
| o41ai_2 | 120 | 1950 |
| and3_1 | 133 | 832 |
| xor2_1 | 11 | 96.3 |
| nor2_1 | 30 | 113 |
| ha_1 | 34 | 425 |
| nor2b_1 | 130 | 813 |
| a211oi_1 | 130 | 976 |
worst paths after layout:
kind	from	end	slack (ns)	cells after the start
worst max-delay path	valid	buf_d[319]	32.88	9
worst min-delay path	packet_buffer.mem[0][12]	packet_buffer.dout_r[12]	0.30	0
worst max register to register	state[0]	dout[248]	40.90	10
worst min register to register	packet_buffer.mem[0][12]	packet_buffer.dout_r[12]	0.30	0
placed cells by master, fill, tap and decap left out, drive strengths merged, types with 34 or more instances in the layout:
master	count
edfxtp	2080
clkdlybuf4s50	1026
dfxtp	512
mux2	500
clkbuf	378
a21oi	144
and3	133
nand2b	130
nor2b	130
a211oi	130
a221oi	129
o41ai	129
a221o	128
buf	108
clkinv	69
ha	34
sequential cells by signal, indices dropped and copies added (netlist names), 10 cells and up:
register,flops
send_bytes,10
flow_label,20
dout,512
source_address,128
packet_buffer.mem,512
last_segment,128
packet_buffer.dout_r,512
recv_bytes,10
destination_address,128
buf_d,512
payload_length,16
srh_tag,16
cells by family after synthesis:
group	count (synthesis)	synth area share
XOR/XNOR	27	0.00263
buffers and inverters	299	0.0146
AND-OR/OR-AND	708	0.0718
adder cells (fa/ha/maj)	34	0.00474
flip-flops	2592	0.810
multiplexers	502	0.0629
AND/OR/NAND/NOR	499	0.0335
routing by layer:
metal  track usage  wire length [um]  share of wire
met1         0.322             89700           0.37
met2         0.337            114000           0.46
met4        0.0673              8410          0.034
met3         0.127             32500           0.13
met5       0.00448               652         0.0027
power groups by stage:
stage / combinational (mW) / sequential, mW / clock [mW]
CTS: 1.87 / 4.08 / 2.22
global route: 1.96 / 4.16 / 2.30
finish: 1.83 / 4.07 / 2.16
worst max-delay path: stages:
cell             delay [ns]
clkdlybuf4s50_1        0.70
inv_1                  0.26
o41ai_4                0.35
buf_4                  0.57
buf_12                 0.49
buf_4                  0.65
buf_4                  0.67
buf_4                  0.57
buf_4                  0.66
stage by stage:
step | hold slack (ns) | util
6_report | 0.302 | 0.506
5_1_grt | 0.306 | 0.506
4_1_cts | 0.302 | 0.506
3_5_place_dp | 0.327 | 0.465
3_3_place_gp | 0.323 | 0.465
2_1_floorplan | 0.323 | -
area by class of cell:
cell class	instances	area (sq um)	share of cell area
inverter	22	90.1	0.000799
multi-input combinational	1770	15900	0.141
antenna	31	77.6	0.000688
clock buffer	378	7830	0.0695
sequential	2592	72700	0.645
timing repair buffer	1134	11200	0.0996
clock inverter	111	1220	0.0108
tap	2975	3720	0.0330
No activity file was given, so power comes from the tool's default toggle rates.
